`config.mk`:
```
export PLATFORM = sky130hd
export DESIGN_NAME = avfcl_acc_rob
export DESIGN_NICKNAME = avfcl_acc_rob
export VERILOG_FILES = /design/flow/design.v
export SDC_FILE = /design/flow/constraint.sdc
export NUM_CORES = 4
export LEC_CHECK = 1
export CORE_UTILIZATION = 50
```
`constraint.sdc`:
```
current_design avfcl_acc_rob

set clk_period 14.5
set clk_io_pct 0.2

create_clock -name clk0 -period $clk_period [get_ports {clk}]

set non_clock_inputs [all_inputs -no_clocks]
set_input_delay [expr $clk_period * $clk_io_pct] -clock clk0 $non_clock_inputs
set_output_delay [expr $clk_period * $clk_io_pct] -clock clk0 [all_outputs]
```
`design.v`:
```
module avfcl_acc_iq (
    input             clk,
    input             reset,
    input [3:0]       valid,
    input [3:0]       fast_or_slow,
    input [(14-4)-1:0] 	  duration_fast,
    input [(14-4)-1:0]      duration_slow,
    input [3:0][7:0]  vlt_values,
    input [7:0]       counter256,
    output [25-1:0]     iq_acc
);
logic [25-1:0] acc;
logic [16-1:0] vbits_fast, vbits_fast_snapshot;
logic [16-1:0] vbits_slow, vbits_slow_snapshot;
logic snapshot_ready;
assign iq_acc = acc;
always_ff @(posedge clk) begin : proc_iq_acc
	logic [16-1:0] vbits_fast_total;
	logic [16-1:0] vbits_slow_total;
	bit [31:0] i;
	if(reset) begin
		acc <= 0;
		vbits_fast <= 0;
		vbits_slow <= 0;
		vbits_fast_snapshot <= 0;
		vbits_slow_snapshot <= 0;
		snapshot_ready <= 0;
	end else begin
		vbits_fast_total = 0;
		vbits_slow_total = 0;
		for (i=0; i<4; i=i+1) begin
			if (valid[i]) begin
				if (fast_or_slow[i]) begin
					vbits_fast_total = vbits_fast_total + vlt_values[i];
				end
				else begin
					vbits_slow_total = vbits_slow_total + vlt_values[i];
				end
			end
		end
		if (counter256 == 0) begin
			vbits_fast <= 0;
			vbits_slow <= 0;
			vbits_fast_snapshot <= vbits_fast + vbits_fast_total;
			vbits_slow_snapshot <= vbits_slow + vbits_slow_total;
			snapshot_ready <= 1;
		end
		else begin
			vbits_fast <= vbits_fast + vbits_fast_total;
			vbits_slow <= vbits_slow + vbits_slow_total;
			snapshot_ready <= 0;
		end
		if (snapshot_ready) begin
			 acc <= acc + (vbits_fast_snapshot)*duration_fast +
			 	(vbits_slow_snapshot)*duration_slow;
		end
	end
end
endmodule  
module avfcl_acc_rob (
    input             clk,
    input             reset,
    input [3:0]       valid,
    input [3:0]       fast_or_slow,
    input [(14-4)-1:0]      duration_dp,
    input [(14-4)-1:0] 	  duration_fast,
    input [(14-4)-1:0]      duration_slow,
    input [3:0][7:0]  vlt_dp_values,
    input [3:0][7:0]  vlt_wb_values,
    input [7:0]       counter256,
    output [25-1:0]     rob_acc
);
logic [25-1:0] acc;
logic [16-1:0] vbits_fast, vbits_fast_snapshot;
logic [16-1:0] vbits_slow, vbits_slow_snapshot;
logic [16-1:0] vbits, vbits_snapshot;
logic snapshot_ready;
assign rob_acc = acc;
always_ff @(posedge clk) begin : proc_rob_acc
	logic [16-1:0] vbits_fast_total;
	logic [16-1:0] vbits_slow_total;
	logic [16-1:0] vbits_total;
	bit [31:0] i;
	if(reset) begin
		acc <= 0;
		vbits_fast <= 0;
		vbits_slow <= 0;
		vbits <= 0;
		vbits_fast_snapshot <= 0;
		vbits_slow_snapshot <= 0;
		vbits_snapshot <= 0;
		snapshot_ready <= 0;
	end else begin
		vbits_fast_total = 0;
		vbits_slow_total = 0;
		vbits_total = 0;
		for (i=0; i<4; i=i+1) begin
			if (valid[i]) begin
				vbits_total = vbits_total + vlt_dp_values[i];
				if (fast_or_slow[i]) begin
					vbits_fast_total = vbits_fast_total + vlt_wb_values[i];
				end
				else begin
					vbits_slow_total = vbits_slow_total + vlt_wb_values[i];
				end
			end
		end
		if (counter256 == 0) begin
			vbits_fast <= 0;
			vbits_slow <= 0;
			vbits <= 0;
			vbits_fast_snapshot <= vbits_fast + vbits_fast_total;
			vbits_slow_snapshot <= vbits_slow + vbits_slow_total;
			vbits_snapshot <= vbits + vbits_total;
			snapshot_ready <= 1;
		end
		else begin
			vbits_fast <= vbits_fast + vbits_fast_total;
			vbits_slow <= vbits_slow + vbits_slow_total;
			vbits <= vbits + vbits_total;
			snapshot_ready <= 0;
		end
		if (snapshot_ready) begin
			 acc <= acc + (vbits_fast_snapshot)*duration_fast +
			 	(vbits_slow_snapshot)*duration_slow +
			 	(vbits_snapshot)*duration_dp;
		end
	end
end
endmodule  
module avfcl_acc_lq (
    input             clk,
    input             reset,
    input [3:0]       valid,
    input [(14-4)-1:0]      duration_dp,
    input [(14-4)-1:0]      duration_wb,
    input [7:0]       vlt_dp_values,
    input [7:0]       vlt_wb_values,
    output [25-1:0]     lq_acc
);
logic [25-1:0] acc;
assign lq_acc = acc;
always_ff @(posedge clk) begin : proc_lq_acc
	logic [25-1:0] acc_total;
	bit [31:0] i;
	if(reset) begin
		acc <= 0;
	end else begin
		acc_total = 0;
		for (i=0; i<4; i=i+1) begin
			if (valid[i]) begin
				acc_total = acc_total +
					(duration_dp * vlt_dp_values[i]);
				acc_total = acc_total +
					(duration_wb * vlt_wb_values[i]);
			end
		end
		acc <= lq_acc + acc_total;
	end
end
endmodule  
module avfcl_acc_sq (
    input             clk,
    input             reset,
    input [3:0]       valid,
    input [(14-4)-1:0]      duration_dp,
    input [(14-4)-1:0]      duration_wb,
    input [7:0]       vlt_dp_values,
    input [7:0]       vlt_wb_values,
    output [25-1:0]     sq_acc
);
logic [25-1:0] acc;
assign sq_acc = acc;
always_ff @(posedge clk) begin : proc_sq_acc
	logic [25-1:0] acc_total;
	bit [31:0] i;
	if(reset) begin
		acc <= 0;
	end else begin
		acc_total = 0;
		for (i=0; i<4; i=i+1) begin
			if (valid[i]) begin
				acc_total = acc_total +
					(duration_dp * vlt_dp_values[i]);
				acc_total = acc_total +
					(duration_wb * vlt_wb_values[i]);
			end
		end
		acc <= sq_acc + acc_total;
	end
end
endmodule  
module avfcl_acc_ib (
    input             clk,
    input             reset,
    input [3:0]       valid,
    input [(14-4)-1:0]      duration,
    input [3:0][7:0]  vlt_values,
    input [7:0]       counter256,
    output [25-1:0]     ib_acc
);
logic [25-1:0] acc;
logic [16-1:0] vbits;
assign ib_acc = acc;
always_ff @(posedge clk) begin : proc_ib_acc
	bit [31:0] i;
	logic [16-1:0] vbits_total;
	if(reset) begin
		acc <= 0;
		vbits <= 0;
	end else begin
		for (i=0; i<4; i=i+1) begin
			if (valid[i]) begin
				vbits_total = vbits_total + vlt_values[i];
			end
		end
		if (counter256 == 0) begin
			acc <= acc + (vbits_total+vbits)*duration;
			vbits <= 0;
		end
		else begin
			vbits <= vbits + vbits_total;
		end
	end
end
endmodule  
module avfcl_acc_prf (
    input             clk,
    input             reset,
    input             valid,
    input [5:0]       next_rlc,
    output [25-1:0]     prf_acc
);
logic [25-1:0] acc;
logic [5:0] rlc;
assign prf_acc = acc;
always_ff @(posedge clk) begin : proc_prf_acc
	logic [25-1:0] acc_total;
	if(reset) begin
		rlc <= 0;
		acc <= 0;
	end else begin
		acc <= acc + {rlc,6'b0};
		if (valid) begin
			rlc <= next_rlc;
		end
	end
end
endmodule  
```
`run.sh`:
```
#!/bin/bash
# OpenROAD 26Q1-2900-gdf79404cd8, Yosys 0.63+post, stock flow scripts
make -C /OpenROAD-flow-scripts/flow DESIGN_CONFIG=/design/flow/config.mk WORK_HOME=/design/flow/orfs finish
```
==> run_results.csv <==
group,metric,value,unit
synth,synth_top_area_share,35.8,%
global_routing,overflow,0,
finish,drive_above_1_share,2.67,%
global_routing,grt_util_met1,37.8,%
synth,post_synth_main_logic_family,"adder cells",
synth,ys_area,0.0253,mm^2
sta,timing.fmax,0.0990,GHz
detailed_routing,post_drt_wl_per_cell,17.1,um
clock_tree,cts_resized,0,
synth,synth-main-ff-cell,"sky130_fd_sc_hd__dfxtp_1",
synth,synthCells,2974,
clock_tree,clkTransAtPathRegs,0.07,ns
clock_tree,cts_tree,"yes",
hold_path,timing.hold.worst.class,"reg -> reg",
sta,final.setup_skew,0.0161,ns
critical_path,cp_max_fo,16,
synth,synthSimpleGateAreaFrac,16.5,%
critical_path,worst-endpoint-arrival,10.39,ns
synth,netlist_cell_types,70,
global_routing,grt_pass1_vias,19400,
clock_tree,worstSkewPairLatency,0.43,ns
detailed_routing,antennaDiodeCount,0,
sta,finalHoldViolCount,0,
synth,top_area_cell,"sky130_fd_sc_hd__fa_1",
synth,ys_cells,2974,
global_routing,globalRouteTotalUtil,27.3,%
clock_tree,cts-root-to-sink-buffers,2,
synth,synthesis.area,0.0253,mm^2
finish,syn2layout_area_growth,9.40,%
pwr,power_leakage,0.0131,uW
pwr,cellPowerDensity,51.4,mW/mm^2
synth,yosys.area_share.xor_xnor,4.15,%
detailed_routing,drc,0,
critical_path,worstSetupEndpointType,"flop",
global_routing,number_of_antenna_violations_at_the_first_check_in_global_routing,0,
synth,synthMuxAreaShare,1.50,%
finish,fillers,4577,
global_routing,wire_length_of_the_first_global_routing_pass,102000,um
sta,tightestPinTransition,0.980,ns
floorplanning,core-area,0.0501,mm^2
outcome,run_status,"complete, no violations",
synth,yosysWarningCount,1,
finish,layout.cells.non_filler,3702,
pwr,power.ir.vdd_worst,0.0684,mV
floorplanning,fp.dieH,227,um
global_routing,globalRoute.busiestLayer,"met2",
critical_path,worst_ep_required_time,14.80,ns
synth,async_reset_ff_share,0,%
floorplanning,io_pins,137,
critical_path,setup.worst_path.class,"in -> reg",
placed_design,detailed_place.area,0.0271,mm^2
synth,adder_share,47.3,%
clock_tree,root_buffer_cell,"sky130_fd_sc_hd__clkbuf_16",
floorplanning,chipArea,0.0515,mm^2
detailed_routing,vias,19300,
clock_tree,cts_htree_levels,4,
sta,period_needed,10.10,ns
detailed_routing,firstDrtPassIters,8,
global_routing,met2_global_route_usage,47.2,%
detailed_routing,wirelength,63200,um
global_routing,met3_usage,4.32,%
global_routing,grt_max_degree,55,
clock_tree,cts_inserted_buffers,17,
sta,finalSetupViolCount,0,
floorplanning,initCoreUtil,50.5,%
detailed_routing,post_detailed_route_via_to_cell_ratio,5.22,
sta,layout_worst_path_cycle_share,69.6,%
finish,design_area,0.0277,mm^2
placed_design,input_output_buffers,136,
sta,final_max_slew_violation_tally,0,
synth,postSynthRegisterBits,122,
synth,syn-mean-instance-area,8.51,um^2
placed_design,detailedPlacementHpwl,53500,um
floorplanning,placement_rows,82,
job,max-cap-violations,0,
sta,rsz0062_at_grt,"false",
critical_path,worst_setup_path_start_kind,"input port",
clock_tree,cts_hold_buffers,0,
synth,post_synth_tally_of_flip_flops_with_integrated_enable,0,
synth,top_cells_by_area,"sky130_fd_sc_hd__fa_1, sky130_fd_sc_hd__ha_1, sky130_fd_sc_hd__dfxtp_1, sky130_fd_sc_hd__inv_1, sky130_fd_sc_hd__nand2_1",
placed_design,place.gp.congestion,0.920,
sta,slew_headroom,33.0,%
clock_tree,post_cts.repair.setup_buffers,0,
placed_design,dp.cells,3670,
detailed_routing,postRouteAntennaNets,0,
floorplanning,die_w,227,um
sta,timing.setup.tns,0,ns
synth,synth_area_in_compound_gates,10.6,%
clock_tree,cts_sinks,122,
job,stage_log_warnings,25,
detailed_routing,first_iter_violations,815,
synth,synth.yosys.seq_area_share,9.65,%
[cells by family (layout without fill, tap and decap cells)]
| kind of cell | after synthesis | after routing |
|---|---|---|
| and+or+nand+nor | 901 | 901 |
| buffers and inverters | 697 | 753 |
| adders and majority gates | 685 | 685 |
| AOI/OAI and AO/OA | 414 | 414 |
| DFF | 122 | 122 |
| xor gates and xnor gates | 119 | 119 |
| muxes | 36 | 36 |
[per-layer routing]
metal	up-vias	wire length [um]
met4	0	1580
met1	9531	25400
met3	59	2820
met2	399	33400
met5	-	0
li1	9345	-
[stage by stage]
stage / total power [uW] / util, % / setup slack [ns] / hold WS (ns)
2_1_floorplan: 858 / - / 5.30 / 0.435
3_3_place_gp: 1010 / 54.2 / 4.05 / 0.480
3_5_place_dp: 1020 / 54.2 / 3.98 / 0.493
4_1_cts: 1440 / 55.3 / 4.44 / 0.505
5_1_grt: 1530 / 55.3 / 4.08 / 0.529
6_report: 1420 / 55.3 / 4.40 / 0.504
[layout by cell type, fill, tap and decap left out, drive strengths merged, types with 26 or more instances in the layout]
cell type and count:
a21o 38, xor2 43, dfxtp 122, nor2 145
inv 580, o21ai 99, fa 453, clkdlybuf4s50 135
xnor2 76, ha 226, nand2 450, a21oi 114
and2 174, o21a 36, and3 26
[layout make-up]
class / instances / area (um^2) / area share (%)
Clock buffer: 17 / 425 / 1.54
Clock inverter: 15 / 128 / 0.461
Inverter: 572 / 2150 / 7.76
Multi-Input combinational cell: 2155 / 20200 / 73.1
Sequential cell: 122 / 2440 / 8.82
Tap cell: 672 / 841 / 3.04
Timing Repair Buffer: 149 / 1450 / 5.25
[cells in the mapped netlist, drive strengths merged, types with 8 or more instances]
cell,n
o21bai,11
a21oi,114
a21o,38
o21a,36
o22ai,8
xnor2,76
xor2,43
and2,174
nand3,9
nor2b,16
o31ai,13
dfxtp,122
fa,453
o21ai,99
nor2,145
nand2,450
a211oi,19
clkbuf,119
mux2,15
nand2b,10
and3,26
o211ai,8
mux2i,21
nor3,21
inv,571
ha,226
[critical path, stage by stage]
cell	delay, ns
sky130_fd_sc_hd__clkdlybuf4s50_1	0.89
sky130_fd_sc_hd__nand2_1	0.17
sky130_fd_sc_hd__fa_1	0.56
sky130_fd_sc_hd__inv_1	0.06
sky130_fd_sc_hd__fa_1	0.50
sky130_fd_sc_hd__fa_1	0.54
sky130_fd_sc_hd__inv_1	0.05
sky130_fd_sc_hd__fa_1	0.50
sky130_fd_sc_hd__inv_1	0.05
sky130_fd_sc_hd__fa_1	0.53
sky130_fd_sc_hd__inv_1	0.05
sky130_fd_sc_hd__fa_1	0.48
sky130_fd_sc_hd__inv_1	0.05
sky130_fd_sc_hd__fa_1	0.48
sky130_fd_sc_hd__inv_1	0.07
sky130_fd_sc_hd__fa_1	0.49
sky130_fd_sc_hd__inv_1	0.04
sky130_fd_sc_hd__ha_1	0.33
sky130_fd_sc_hd__and3_1	0.29
sky130_fd_sc_hd__o211a_1	0.13
sky130_fd_sc_hd__a21boi_0	0.59
sky130_fd_sc_hd__a2bb2oi_1	0.28
sky130_fd_sc_hd__mux2i_1	0.21
sky130_fd_sc_hd__o311ai_0	0.13
[report_power, final]
group | total [uW] | internal [uW] | switching (uW) | leakage [uW]
clock | 407 | 224 | 183 | 0.000262
combinational | 632 | 269 | 363 | 0.0119
sequential | 384 | 370 | 14.1 | 0.000990
total | 1420 | 863 | 560 | 0.0131
[worst paths after layout]
path / startpoint / end / slack, ns / cells after the start
setup / recovery: duration_dp[6] / acc[23] / 4.40 / 24
hold / removal: acc[6] / acc[6] / 0.50 / 2
setup reg to reg: vbits_snapshot[2] / acc[23] / 7.02 / 21
hold reg to reg: acc[6] / acc[6] / 0.50 / 2
[sequential cells by signal, indices dropped and copies added (netlist names)]
register	count
snapshot_ready	1
vbits_slow	16
vbits_slow_snapshot	16
vbits_fast	16
vbits_snapshot	16
acc	25
vbits_fast_snapshot	16
vbits	16
Power is estimated from default activity; no workload was simulated.
