--- design/flow/design.v ---
module ecc_checker_7(data_in, checker_in, parity_in);
input      [ 56:0] data_in;
output reg [  5:0] checker_in;
output reg         parity_in;
always @(*) begin
    checker_in[0] = data_in[56] ^ data_in[55] ^ data_in[53] ^ data_in[52] ^ data_in[50] ^ data_in[48] ^ data_in[46] ^ data_in[45] ^ data_in[43] ^ data_in[41] ^ data_in[39] ^ data_in[37] ^ data_in[35] ^ data_in[33] ^ data_in[31] ^ data_in[30] ^ data_in[28] ^ data_in[26] ^ data_in[24] ^ data_in[22] ^ data_in[20] ^ data_in[18] ^ data_in[16] ^ data_in[14] ^ data_in[12] ^ data_in[10] ^ data_in[8] ^ data_in[6] ^ data_in[4] ^ data_in[2] ^ data_in[0] ;
    checker_in[1] = data_in[56] ^ data_in[54] ^ data_in[53] ^ data_in[51] ^ data_in[50] ^ data_in[47] ^ data_in[46] ^ data_in[44] ^ data_in[43] ^ data_in[40] ^ data_in[39] ^ data_in[36] ^ data_in[35] ^ data_in[32] ^ data_in[31] ^ data_in[29] ^ data_in[28] ^ data_in[25] ^ data_in[24] ^ data_in[21] ^ data_in[20] ^ data_in[17] ^ data_in[16] ^ data_in[13] ^ data_in[12] ^ data_in[9] ^ data_in[8] ^ data_in[5] ^ data_in[4] ^ data_in[1] ^ data_in[0] ;
    checker_in[2] = data_in[55] ^ data_in[54] ^ data_in[53] ^ data_in[49] ^ data_in[48] ^ data_in[47] ^ data_in[46] ^ data_in[42] ^ data_in[41] ^ data_in[40] ^ data_in[39] ^ data_in[34] ^ data_in[33] ^ data_in[32] ^ data_in[31] ^ data_in[27] ^ data_in[26] ^ data_in[25] ^ data_in[24] ^ data_in[19] ^ data_in[18] ^ data_in[17] ^ data_in[16] ^ data_in[11] ^ data_in[10] ^ data_in[9] ^ data_in[8] ^ data_in[3] ^ data_in[2] ^ data_in[1] ^ data_in[0] ;
    checker_in[3] = data_in[52] ^ data_in[51] ^ data_in[50] ^ data_in[49] ^ data_in[48] ^ data_in[47] ^ data_in[46] ^ data_in[38] ^ data_in[37] ^ data_in[36] ^ data_in[35] ^ data_in[34] ^ data_in[33] ^ data_in[32] ^ data_in[31] ^ data_in[23] ^ data_in[22] ^ data_in[21] ^ data_in[20] ^ data_in[19] ^ data_in[18] ^ data_in[17] ^ data_in[16] ^ data_in[7] ^ data_in[6] ^ data_in[5] ^ data_in[4] ^ data_in[3] ^ data_in[2] ^ data_in[1] ^ data_in[0] ;
    checker_in[4] = data_in[45] ^ data_in[44] ^ data_in[43] ^ data_in[42] ^ data_in[41] ^ data_in[40] ^ data_in[39] ^ data_in[38] ^ data_in[37] ^ data_in[36] ^ data_in[35] ^ data_in[34] ^ data_in[33] ^ data_in[32] ^ data_in[31] ^ data_in[15] ^ data_in[14] ^ data_in[13] ^ data_in[12] ^ data_in[11] ^ data_in[10] ^ data_in[9] ^ data_in[8] ^ data_in[7] ^ data_in[6] ^ data_in[5] ^ data_in[4] ^ data_in[3] ^ data_in[2] ^ data_in[1] ^ data_in[0] ;
    checker_in[5] = data_in[30] ^ data_in[29] ^ data_in[28] ^ data_in[27] ^ data_in[26] ^ data_in[25] ^ data_in[24] ^ data_in[23] ^ data_in[22] ^ data_in[21] ^ data_in[20] ^ data_in[19] ^ data_in[18] ^ data_in[17] ^ data_in[16] ^ data_in[15] ^ data_in[14] ^ data_in[13] ^ data_in[12] ^ data_in[11] ^ data_in[10] ^ data_in[9] ^ data_in[8] ^ data_in[7] ^ data_in[6] ^ data_in[5] ^ data_in[4] ^ data_in[3] ^ data_in[2] ^ data_in[1] ^ data_in[0] ;
    parity_in = data_in[0] ^ data_in[1] ^ data_in[2] ^ data_in[3] ^ data_in[4] ^ data_in[5] ^ data_in[6] ^ data_in[7] ^ data_in[8] ^ data_in[9] ^ data_in[10] ^ data_in[11] ^ data_in[12] ^ data_in[13] ^ data_in[14] ^ data_in[15] ^ data_in[16] ^ data_in[17] ^ data_in[18] ^ data_in[19] ^ data_in[20] ^ data_in[21] ^ data_in[22] ^ data_in[23] ^ data_in[24] ^ data_in[25] ^ data_in[26] ^ data_in[27] ^ data_in[28] ^ data_in[29] ^ data_in[30] ^ data_in[31] ^ data_in[32] ^ data_in[33] ^ data_in[34] ^ data_in[35] ^ data_in[36] ^ data_in[37] ^ data_in[38] ^ data_in[39] ^ data_in[40] ^ data_in[41] ^ data_in[42] ^ data_in[43] ^ data_in[44] ^ data_in[45] ^ data_in[46] ^ data_in[47] ^ data_in[48] ^ data_in[49] ^ data_in[50] ^ data_in[51] ^ data_in[52] ^ data_in[53] ^ data_in[54] ^ data_in[55] ^ data_in[56] ^ checker_in[0] ^ checker_in[1] ^ checker_in[2] ^ checker_in[3] ^ checker_in[4] ^ checker_in[5] ;
end  
endmodule
module data_mem_7(clock, reset, we, data_in, data_out);
input              clock;
input              reset;
input              we;
input      [ 56:0] data_in;
output reg [ 56:0] data_out;
always @(posedge clock) begin
    if (reset) begin
        data_out <= 0;
    end
    else if (we) begin
        data_out <= data_in;
    end
end
endmodule
module ecc_mem_7(clock, reset, we, checker_in, parity_in, checker_out, parity_out);
input              clock;
input              reset;
input              we;
input      [  5:0] checker_in;
input              parity_in;
output reg [  5:0] checker_out;
output reg         parity_out;
always @(posedge clock) begin
    if (reset) begin
        checker_out <= 0;
        parity_out <= 0;
    end
    else if (we) begin
        checker_out <= checker_in;
        parity_out <= parity_in;
    end
end
endmodule
module ecc_corrector_7(data_out, checker_out, parity_out, correct_data_out, error);
input      [ 56:0] data_out;
input      [  5:0] checker_out;
input              parity_out;
output reg [ 56:0] correct_data_out;
output reg         error;
reg        [  5:0] syndrome;
reg                parity;
always @(*) begin
    syndrome[0] = data_out[56] ^ data_out[55] ^ data_out[53] ^ data_out[52] ^ data_out[50] ^ data_out[48] ^ data_out[46] ^ data_out[45] ^ data_out[43] ^ data_out[41] ^ data_out[39] ^ data_out[37] ^ data_out[35] ^ data_out[33] ^ data_out[31] ^ data_out[30] ^ data_out[28] ^ data_out[26] ^ data_out[24] ^ data_out[22] ^ data_out[20] ^ data_out[18] ^ data_out[16] ^ data_out[14] ^ data_out[12] ^ data_out[10] ^ data_out[8] ^ data_out[6] ^ data_out[4] ^ data_out[2] ^ data_out[0] ^ checker_out[0] ;
    syndrome[1] = data_out[56] ^ data_out[54] ^ data_out[53] ^ data_out[51] ^ data_out[50] ^ data_out[47] ^ data_out[46] ^ data_out[44] ^ data_out[43] ^ data_out[40] ^ data_out[39] ^ data_out[36] ^ data_out[35] ^ data_out[32] ^ data_out[31] ^ data_out[29] ^ data_out[28] ^ data_out[25] ^ data_out[24] ^ data_out[21] ^ data_out[20] ^ data_out[17] ^ data_out[16] ^ data_out[13] ^ data_out[12] ^ data_out[9] ^ data_out[8] ^ data_out[5] ^ data_out[4] ^ data_out[1] ^ data_out[0] ^ checker_out[1] ;
    syndrome[2] = data_out[55] ^ data_out[54] ^ data_out[53] ^ data_out[49] ^ data_out[48] ^ data_out[47] ^ data_out[46] ^ data_out[42] ^ data_out[41] ^ data_out[40] ^ data_out[39] ^ data_out[34] ^ data_out[33] ^ data_out[32] ^ data_out[31] ^ data_out[27] ^ data_out[26] ^ data_out[25] ^ data_out[24] ^ data_out[19] ^ data_out[18] ^ data_out[17] ^ data_out[16] ^ data_out[11] ^ data_out[10] ^ data_out[9] ^ data_out[8] ^ data_out[3] ^ data_out[2] ^ data_out[1] ^ data_out[0] ^ checker_out[2] ;
    syndrome[3] = data_out[52] ^ data_out[51] ^ data_out[50] ^ data_out[49] ^ data_out[48] ^ data_out[47] ^ data_out[46] ^ data_out[38] ^ data_out[37] ^ data_out[36] ^ data_out[35] ^ data_out[34] ^ data_out[33] ^ data_out[32] ^ data_out[31] ^ data_out[23] ^ data_out[22] ^ data_out[21] ^ data_out[20] ^ data_out[19] ^ data_out[18] ^ data_out[17] ^ data_out[16] ^ data_out[7] ^ data_out[6] ^ data_out[5] ^ data_out[4] ^ data_out[3] ^ data_out[2] ^ data_out[1] ^ data_out[0] ^ checker_out[3] ;
    syndrome[4] = data_out[45] ^ data_out[44] ^ data_out[43] ^ data_out[42] ^ data_out[41] ^ data_out[40] ^ data_out[39] ^ data_out[38] ^ data_out[37] ^ data_out[36] ^ data_out[35] ^ data_out[34] ^ data_out[33] ^ data_out[32] ^ data_out[31] ^ data_out[15] ^ data_out[14] ^ data_out[13] ^ data_out[12] ^ data_out[11] ^ data_out[10] ^ data_out[9] ^ data_out[8] ^ data_out[7] ^ data_out[6] ^ data_out[5] ^ data_out[4] ^ data_out[3] ^ data_out[2] ^ data_out[1] ^ data_out[0] ^ checker_out[4] ;
    syndrome[5] = data_out[30] ^ data_out[29] ^ data_out[28] ^ data_out[27] ^ data_out[26] ^ data_out[25] ^ data_out[24] ^ data_out[23] ^ data_out[22] ^ data_out[21] ^ data_out[20] ^ data_out[19] ^ data_out[18] ^ data_out[17] ^ data_out[16] ^ data_out[15] ^ data_out[14] ^ data_out[13] ^ data_out[12] ^ data_out[11] ^ data_out[10] ^ data_out[9] ^ data_out[8] ^ data_out[7] ^ data_out[6] ^ data_out[5] ^ data_out[4] ^ data_out[3] ^ data_out[2] ^ data_out[1] ^ data_out[0] ^ checker_out[5] ;
    parity = data_out[0] ^ data_out[1] ^ data_out[2] ^ data_out[3] ^ data_out[4] ^ data_out[5] ^ data_out[6] ^ data_out[7] ^ data_out[8] ^ data_out[9] ^ data_out[10] ^ data_out[11] ^ data_out[12] ^ data_out[13] ^ data_out[14] ^ data_out[15] ^ data_out[16] ^ data_out[17] ^ data_out[18] ^ data_out[19] ^ data_out[20] ^ data_out[21] ^ data_out[22] ^ data_out[23] ^ data_out[24] ^ data_out[25] ^ data_out[26] ^ data_out[27] ^ data_out[28] ^ data_out[29] ^ data_out[30] ^ data_out[31] ^ data_out[32] ^ data_out[33] ^ data_out[34] ^ data_out[35] ^ data_out[36] ^ data_out[37] ^ data_out[38] ^ data_out[39] ^ data_out[40] ^ data_out[41] ^ data_out[42] ^ data_out[43] ^ data_out[44] ^ data_out[45] ^ data_out[46] ^ data_out[47] ^ data_out[48] ^ data_out[49] ^ data_out[50] ^ data_out[51] ^ data_out[52] ^ data_out[53] ^ data_out[54] ^ data_out[55] ^ data_out[56] ^ checker_out[0] ^ checker_out[1] ^ checker_out[2] ^ checker_out[3] ^ checker_out[4] ^ checker_out[5] ^ parity_out ;
    error = 0;
    if (syndrome == 0 && parity == 0) begin
        error = 0;
    end
    if (syndrome != 0 && parity == 0) begin
        error = 1;
    end
    if (syndrome == 0 && parity != 0) begin
        error = 0;
    end
    if (syndrome != 0 && parity != 0) begin
        error = 0;
    end
    correct_data_out = data_out;
    if (error == 0 && syndrome != 0) begin
        case(syndrome)
            3: correct_data_out[56] = ~data_out[56];
            5: correct_data_out[55] = ~data_out[55];
            6: correct_data_out[54] = ~data_out[54];
            7: correct_data_out[53] = ~data_out[53];
            9: correct_data_out[52] = ~data_out[52];
            10: correct_data_out[51] = ~data_out[51];
            11: correct_data_out[50] = ~data_out[50];
            12: correct_data_out[49] = ~data_out[49];
            13: correct_data_out[48] = ~data_out[48];
            14: correct_data_out[47] = ~data_out[47];
            15: correct_data_out[46] = ~data_out[46];
            17: correct_data_out[45] = ~data_out[45];
            18: correct_data_out[44] = ~data_out[44];
            19: correct_data_out[43] = ~data_out[43];
            20: correct_data_out[42] = ~data_out[42];
            21: correct_data_out[41] = ~data_out[41];
            22: correct_data_out[40] = ~data_out[40];
            23: correct_data_out[39] = ~data_out[39];
            24: correct_data_out[38] = ~data_out[38];
            25: correct_data_out[37] = ~data_out[37];
            26: correct_data_out[36] = ~data_out[36];
            27: correct_data_out[35] = ~data_out[35];
            28: correct_data_out[34] = ~data_out[34];
            29: correct_data_out[33] = ~data_out[33];
            30: correct_data_out[32] = ~data_out[32];
            31: correct_data_out[31] = ~data_out[31];
            33: correct_data_out[30] = ~data_out[30];
            34: correct_data_out[29] = ~data_out[29];
            35: correct_data_out[28] = ~data_out[28];
            36: correct_data_out[27] = ~data_out[27];
            37: correct_data_out[26] = ~data_out[26];
            38: correct_data_out[25] = ~data_out[25];
            39: correct_data_out[24] = ~data_out[24];
            40: correct_data_out[23] = ~data_out[23];
            41: correct_data_out[22] = ~data_out[22];
            42: correct_data_out[21] = ~data_out[21];
            43: correct_data_out[20] = ~data_out[20];
            44: correct_data_out[19] = ~data_out[19];
            45: correct_data_out[18] = ~data_out[18];
            46: correct_data_out[17] = ~data_out[17];
            47: correct_data_out[16] = ~data_out[16];
            48: correct_data_out[15] = ~data_out[15];
            49: correct_data_out[14] = ~data_out[14];
            50: correct_data_out[13] = ~data_out[13];
            51: correct_data_out[12] = ~data_out[12];
            52: correct_data_out[11] = ~data_out[11];
            53: correct_data_out[10] = ~data_out[10];
            54: correct_data_out[9] = ~data_out[9];
            55: correct_data_out[8] = ~data_out[8];
            56: correct_data_out[7] = ~data_out[7];
            57: correct_data_out[6] = ~data_out[6];
            58: correct_data_out[5] = ~data_out[5];
            59: correct_data_out[4] = ~data_out[4];
            60: correct_data_out[3] = ~data_out[3];
            61: correct_data_out[2] = ~data_out[2];
            62: correct_data_out[1] = ~data_out[1];
            63: correct_data_out[0] = ~data_out[0];
        endcase
    end
end  
endmodule
module mem_with_ecc_7(clock, reset, we, data_in, correct_data_out, error);
input              clock;
input              reset;
input              we;
input      [ 56:0] data_in;
output     [ 56:0] correct_data_out;
output             error;
wire       [ 56:0] data_out;
wire       [  5:0] checker_in;
wire       [  5:0] checker_out;
wire               parity_in;
wire               parity_out;
ecc_checker_7 u_checker(data_in, checker_in, parity_in);
data_mem_7 u_datamem(clock, reset, we, data_in, data_out);
ecc_mem_7 u_eccmem(clock, reset, we, checker_in, parity_in, checker_out, parity_out);
ecc_corrector_7 u_corrector(data_out, checker_out, parity_out, correct_data_out, error);
endmodule
--- design/flow/run.sh ---
#!/bin/bash
# OpenROAD 26Q1-2900-gdf79404cd8, Yosys 0.63+post, stock flow scripts
make -C /OpenROAD-flow-scripts/flow DESIGN_CONFIG=/design/flow/config.mk WORK_HOME=/design/flow/orfs finish
--- design/flow/constraint.sdc ---
current_design mem_with_ecc_7

set clk_period 5.6
set clk_io_pct 0.2

create_clock -name clk0 -period $clk_period [get_ports {clock}]

set non_clock_inputs [all_inputs -no_clocks]
set_input_delay [expr $clk_period * $clk_io_pct] -clock clk0 $non_clock_inputs
set_output_delay [expr $clk_period * $clk_io_pct] -clock clk0 [all_outputs]
--- design/flow/config.mk ---
export PLATFORM = sky130hd
export DESIGN_NAME = mem_with_ecc_7
export DESIGN_NICKNAME = mem_with_ecc_7
export VERILOG_FILES = /design/flow/design.v
export SDC_FILE = /design/flow/constraint.sdc
export NUM_CORES = 4
export LEC_CHECK = 1
export CORE_UTILIZATION = 30
==> results.md <==
| Group | Quantity | Value |
|---|---|---|
| run status | Status | finished, final reports clean |
| global routing | Total Routing Usage GR | 19.7% |
| sta | Post-layout period usage of the worst path | 95.3% |
| logic synthesis | Synth cell types | 26 |
| critical path | Critical path capture point type | primary output |
| global routing | Overall overflow remaining after global route | 0 |
| logic synthesis | Number of flops mapped to enable cells by yosys | 0 |
| global routing | Antenna violations before repair | 0 |
| job | Number of warning messages in the logs | 25 |
| sta | Worst setup slack after layout | 0.261 ns |
| clock tree | CTS sink cnt | 64 |
| place | Post-DP HPWL | 15.5 mm |
| clock tree | Number of setup buffers added after CTS | 0 |
| routing | Antenna Diode Count | 0 |
| die | Placeable core region | 0.0195 sq mm |
| routing | Via count | 4,461 |
| final layout | Combined area of the multi-input logic cells | 0.00455 sq mm |
| final layout | Area Overhead vs Synth | 30.0% |
| place | Final weighted congestion of routability-driven global placement | 0.919 |
| logic synthesis | Chip area estimate from yosys synthesis | 0.00600 sq mm |
| logic synthesis | Summed instance area of the synthesized netlist | 0.00600 sq mm |
| sta | Worst rel slew slack | 44.3% |
| sta | Final count of hold timing violations | 0 |
| clock tree | CTS tree | built |
| sta | Post-Route Setup TNS | 0 ns |
| critical path | Critical path startpoint category | flop |
| place | Buffers on Ports | 117 |
| logic synthesis | FF+latch count, synth | 64 |
| global routing | Vias in the first global route | 4,380 |
| routing | First drt pass iteration count | 5 |
| hold path | Worst Hold Class | reg2reg |
| clock tree | Total CTS buffers | 9 |
| routing | Via-to-Cell Ratio | 4.72 |
| routing | Final ANT Viol Nets | 0 |
| final layout | Most common cell after layout, fill and taps aside | sky130_fd_sc_hd__xnor2_1 |
| sta | Slew at the pin with the worst max-slew slack | 0.836 ns |
| sta | Worst clock skew on the final layout | 0 ns |
| critical path | Arrival time reported for the critical path endpoint | 4.22 ns |
| final layout | Non-Filler Cell Area, Final | 0.00780 sq mm |
| logic synthesis | Number of cells in Yosys stat | 565 |
| routing | DRC viols | 0 |
| die | FP Rows | 51 |
| sta | Setup repair after global routing missed its margin | no |
| die | Chip area | 0.0206 sq mm |
| global routing | Largest net degree at the start of global routing | 66 |
| clock tree | Root buffer selected by CTS | sky130_fd_sc_hd__clkbuf_16 |
| critical path | Class of the most critical setup path | reg2out |
| global routing | First-pass GRT wire length | 28.1 mm |
| critical path | Required time reported for the critical path endpoint | 4.48 ns |
| job | MaxCap Viol Count | 0 |
| routing | Drt wl/cell | 20.6 um |
| clock tree | Clock edge transition at the registers on the reported setup and hold paths | 0.06 ns |
| final layout | Fraction of final layout cells sized beyond drive strength 1 | 8.96% |
| logic synthesis | Seq/Total Area, Yosys | 21.4% |
| final layout | Combined flip-flop and latch cell area | 0.00128 sq mm |
| place | Pre-CTS worst setup slack | 0.449 ns |
| logic synthesis | Dominant Register Cell | sky130_fd_sc_hd__dfxtp_1 |
| sta | Final tally of max-slew violations | 0 |
| routing | Routed Wire Length | 19.5 mm |
| place | Cell area after placement | 0.00746 sq mm |
| die | Initial cell density of the core | 30.7% |
| die | DIE HEIGHT | 143 um |
| die | Horizontal die dimension | 143 um |
| logic synthesis | Post-synth ARST share | 0% |
| sta | Final critical-path required period | 5.34 ns |
| final layout | Most numerous logic cells after layout | sky130_fd_sc_hd__xnor2_1 (173), sky130_fd_sc_hd__clkdlybuf4s50_1 (115), sky130_fd_sc_hd__nor2_1 (65), sky130_fd_sc_hd__dfxtp_1 (64), sky130_fd_sc_hd__mux2i_1 (63) |
| clock tree | Skew-Pair Late Insertion Delay | 0.33 ns |
| sta | Top achievable clock speed | 187 MHz |
| logic synthesis | Number of synthesis warnings | 4 |
| routing | DRC marker count from the first detailed-route iteration | 251 |
| final layout | Filler cells | 1,882 |
| clock tree | H-tree levels | 3 |
| critical path | Maximum fanout along the worst path | 26 |
| logic synthesis | Avg Inst Size Synth | 10.6 sq um |
| logic synthesis | Cell count after synthesis | 565 |
| sta | Final setup fails | 0 |
| clock tree | Clock Path Buffers | 2 |
| die | Top-level I/O count | 118 |
==> per-stage QoR <==
step,std cells,hold slack (ns),utilization (%)
final,946,0.513,40.0
after global routing,946,0.544,40.0
after floorplan,565,0.472,-
after detailed placement,931,0.507,38.2
after global placement,931,0.497,38.2
after CTS,945,0.518,39.8
==> cell usage after synthesis, types with 2 or more instances <==
cell type                  number  area share [%]
sky130_fd_sc_hd__and2_1         4            0.42
sky130_fd_sc_hd__buf_4          5            0.63
sky130_fd_sc_hd__buf_1          4            0.25
sky130_fd_sc_hd__xnor2_1      173              25
sky130_fd_sc_hd__xor2_1        41             6.0
sky130_fd_sc_hd__dfxtp_1       64              21
sky130_fd_sc_hd__nand4_1       14             1.5
sky130_fd_sc_hd__and4bb_1       3            0.63
sky130_fd_sc_hd__nand4_2       20             4.2
sky130_fd_sc_hd__nor2_1        65             4.1
sky130_fd_sc_hd__nand4b_1      20             2.9
sky130_fd_sc_hd__nor2_2         2            0.21
sky130_fd_sc_hd__xor3_1         4             1.6
sky130_fd_sc_hd__clkbuf_1      14            0.88
sky130_fd_sc_hd__mux2i_1       63              11
sky130_fd_sc_hd__buf_6          4            0.75
sky130_fd_sc_hd__buf_2         10            0.83
sky130_fd_sc_hd__nand2b_1       4            0.42
sky130_fd_sc_hd__xnor3_1       44              17
==> layer usage <==
metal | up-vias | global-route usage (%) | wire (um)
met5 | - | 0 | 0
met4 | 0 | 4.20 | 469
met3 | 22 | 3.09 | 1200
met2 | 187 | 30.6 | 8930
met1 | 2122 | 29.4 | 8850
li1 | 2130 | - | -
==> cell type report <==
class	instances	area share, %
multi-input combinational	464	58.4
timing repair buffer	138	16.9
sequential	64	16.4
tap	265	4.25
clock buffer	11	3.11
clock inverter	3	0.866
inverter	1	0.0481
==> worst paths after layout <==
path,start,end,depth (start not counted),slack (ns)
worst min-delay path,u_eccmem.parity_out$_SDFFE_PP0P_,u_eccmem.parity_out$_SDFFE_PP0P_,2,0.51
worst max register to register,u_datamem.data_out[39]$_SDFFE_PP0P_,u_datamem.data_out[39]$_SDFFE_PP0P_,2,4.73
worst min register to register,u_eccmem.parity_out$_SDFFE_PP0P_,u_eccmem.parity_out$_SDFFE_PP0P_,2,0.51
worst max-delay path,u_datamem.data_out[31]$_SDFFE_PP0P_,correct_data_out[48],9,0.26
==> critical path, stage by stage, from the launching register on <==
cell and delay (ns):
sky130_fd_sc_hd__dfxtp_1 0.48, sky130_fd_sc_hd__xor3_1 0.51, sky130_fd_sc_hd__xnor3_1 0.50, sky130_fd_sc_hd__xnor3_1 0.35, sky130_fd_sc_hd__xnor3_1 0.35, sky130_fd_sc_hd__xnor2_4 0.47, sky130_fd_sc_hd__buf_4 0.35, sky130_fd_sc_hd__and4bb_1 0.24
sky130_fd_sc_hd__xor2_1 0.16, sky130_fd_sc_hd__clkdlybuf4s50_1 0.48
==> cells by family (layout without fill, tap and decap cells) <==
group / after synthesis / in the layout / share of synthesized area [%]
xor gates and xnor gates: 264 / 265 / 50.0
buffers and inverters: 38 / 153 / 3.40
AOI/OAI and AO/OA: 2 / 2 / 0.209
DFF: 64 / 64 / 21.4
muxes: 63 / 63 / 10.5
and+or+nand+nor: 134 / 134 / 14.5
==> repair_timing <==
item                                   in CTS  in global routing
resized                                     0                  1
hold buffers                                0                  0
endpoints found under the hold margin       0                  0
setup endpoints to repair                   0                 29
==> state kept, by name (all words and copies together) (netlist names) <==
signal	cells
u_eccmem.parity_out	1
u_eccmem.checker_out	6
u_datamem.data_out	57
